--- /design/flow/design.v ---
module bemicro_top(
   input    wire  CLK_FPGA_50M,
   input    wire  CPU_RST_N,
   output   wire  TEMP_CS_N,
   output   wire  TEMP_SC,       
   output   wire  TEMP_MOSI,
   input    wire  TEMP_MISO,
   input    wire  RECONFIG_SW1,
   input    wire  RECONFIG_SW2,
   input    wire  PBSW_N,
   output   wire  F_LED0,
   output   wire  F_LED1,
   output   wire  F_LED2,
   output   wire  F_LED3,
   output   wire  F_LED4,
   output   wire  F_LED5,
   output   wire  F_LED6,
   output   wire  F_LED7
   );
   wire             clk;  
   wire [1:0]       pb;  
   wire [7:0]       temp_sensor;  
   reg [7:0]  led;
	assign clk = CLK_FPGA_50M;
	assign pb = {~PBSW_N, ~CPU_RST_N};
	assign {F_LED0,F_LED1,F_LED2,F_LED3,F_LED4,F_LED5,F_LED6,F_LED7} = ~led;
   localparam STATE_BITS = 4;
   localparam
     FCN0    = 0,
     FCN1    = 1,
     FCN2    = 2,
     FCN3    = 3;
   reg [STATE_BITS-1:0] state;
   // synthesis translate_off
   reg [20*8-1:0]       state_str;
   always @(state)
     begin
     case (state)
       'b1 << FCN0   : state_str = "FCN0";
       'b1 << FCN1   : state_str = "FCN1";
       'b1 << FCN2   : state_str = "FCN2";
       'b1 << FCN3   : state_str = "FCN3";
       default       : state_str = "UNKNOWN";
     endcase  
     end
   // synthesis translate_on
   reg [19:0]   reset_cnt;
   always @(posedge clk)
     if (!reset_cnt[19])
       reset_cnt <= reset_cnt + 1'b1;
   wire         reset = ~reset_cnt[19];
   reg [1:0]    pb_s0, pb_s1, pb_in;
   always @(posedge clk)
     begin
     pb_s0 <= pb;
     pb_s1 <= pb_s0;
     pb_in <= pb_s1;
     end
   wire [7:0]   led0, led1, led2, led3;
   wire [25:0]  pb0_cntr, pb1_cntr;
   counter_sat #(26) PB0_CNTR(
                              .count            (pb0_cntr),
                              .clk              (clk),
                              .clear            (pb_in[0]));
   counter_sat #(26) PB1_CNTR(
                              .count            (pb1_cntr),
                              .clk              (clk),
                              .clear            (pb_in[1]));
   wire pb0_saturated = pb0_cntr[25];  
   wire pb1_saturated = (pb1_cntr[25:0] > 26'he4e1c0) ? 1'b1 : 1'b0;  
   wire pb0_event = pb_in[0] && pb0_saturated && ~pb_in[1];
   wire pb1_event = pb_in[1] && pb1_saturated && ~pb_in[0];
   wire pb2_event = pb_in[0] && pb_in[1] && (pb0_saturated || pb1_saturated);
   always @(posedge clk or posedge reset)  
     begin
     if (reset)  
       begin
       state <= 'b1;
       end
     else
       begin
       if (pb2_event)
         state <= {state[2:0], state[3]};
       end
     end
   wire fcn0_event0 = state[FCN0] & pb0_event;
   wire fcn0_event1 = state[FCN0] & pb1_event;
   wire fcn1_event0 = state[FCN1] & pb0_event;
   wire fcn1_event1 = state[FCN1] & pb1_event;
   reg  fcn2_event0, fcn2_event1;
   wire fcn3_event0, fcn3_event1;
   assign fcn3_event0 = state[FCN3] & pb0_event;
   assign fcn3_event1 = state[FCN3] & pb1_event;
   always @*
     begin
     fcn2_event0 = 1'b0;
     fcn2_event1 = 1'b0;
     case(1'b1) // synthesis full_case parallel_case
       state[FCN0]:
         begin
         led[7:0] = led0[7:0];
         end
       state[FCN1]:
         begin
         led[7:0] = led1[7:0];
         end
       state[FCN2]:
         begin
         fcn2_event0 = pb0_event;
         fcn2_event1 = pb1_event;
         led[7:0] = led2[7:0];
         end
       state[FCN3]:
         begin
         led[7:0] = led3[7:0];
         end
     endcase  
     end  
   binary_counter counter0(
                           .led                 (led0[7:0]),
                           .clk                 (clk),
                           .reset               (reset),
                           .event0              (fcn0_event0),
                           .event1              (fcn0_event1));
   gray_counter counter1(
                         .led           (led1[7:0]),
                         .clk           (clk),
                         .reset         (reset),
                         .event0        (fcn1_event0),
                         .event1        (fcn1_event1));
   life_1d life_1d_0(
                     .led               (led2[7:0]),
                     .clk               (clk),
                     .reset             (reset),
                     .event0            (fcn2_event0),
                     .event1            (fcn2_event1));
   life_1d #(150) life_1d_1(
                            .led                (led3[7:0]),
                            .clk                (clk),
                            .reset              (reset),
                            .event0             (fcn3_event0),
                            .event1             (fcn3_event1));
endmodule  
module binary_counter( 
   led,
   clk, reset, event0, event1
   );
   input              clk;
   input              reset;
   input              event0;
   input              event1;
   output wire [7:0]  led;
   reg [7:0]          count;
   always @(posedge clk or posedge reset)
     begin
     if (reset)
       count <= 8'b0;
     else
       begin
       if (event0)
         count <= count + 1'b1;
       else if (event1)
         count <= count - 1'b1;
       end
     end
   assign led = count;
endmodule  
module counter_sat( 
   count,
   clk, clear
   );
   parameter WIDTH = 10;
   input                    clk;
   input                    clear;
   output reg [WIDTH-1:0]   count;
   always @(posedge clk)
     begin
     if (clear)  
       count <= 'b0;
     else 
       begin
       if (count[WIDTH-1] == 1'b0)
         count <= count + 1'b1;
       end  
     end  
endmodule
module gray_counter( 
   led,
   clk, reset, event0, event1
   );
   input              clk;
   input              reset;
   input              event0;
   input              event1;
   output wire [7:0]  led;
   reg [7:0]          count;
   always @(posedge clk or posedge reset)
     begin
     if (reset)
       count <= 8'b0;
     else
       begin
       if (event0)
         count <= count + 1'b1;
       else if (event1)
         count <= count - 1'b1;
       end
     end
   assign led = {1'b0, count[7:1]} ^ count[7:0];
endmodule  
module life_1d( 
   led,
   clk, reset, event0, event1
   );
   parameter [7:0] RULENUM = 30;
   input              clk;
   input              reset;
   input              event0;
   input              event1;
   output wire [7:0]  led;
   reg [7:0]          life_state;
   reg                mode;  
   reg [25:0]         delay_cntr;
   // synthesis translate_off
   always @(negedge clk)
     if (delay_cntr >= 26'h4)
       delay_cntr = 26'h3ffffff;
   // synthesis translate_on
   always @(posedge clk or posedge reset)
     begin
     if (reset)
       begin
       life_state <= 8'b0;
       mode <= 1'b0;
       end
     else
       begin
       if (mode == 1'b0)  
         begin
         if (event0)
           life_state <= life_state + 1;
         if (event1)
           begin
           mode <= 1'b1;
           delay_cntr <= 'b0;
           end
         end
       else  
         begin
         if (&delay_cntr)  
           begin
           life_state[7] <= next_value({life_state[0], life_state[7:6]});
           life_state[6] <= next_value(life_state[7:5]);
           life_state[5] <= next_value(life_state[6:4]);
           life_state[4] <= next_value(life_state[5:3]);
           life_state[3] <= next_value(life_state[4:2]);
           life_state[2] <= next_value(life_state[3:1]);
           life_state[1] <= next_value(life_state[2:0]);
           life_state[0] <= next_value({life_state[1:0], life_state[7]});
           end
         delay_cntr <= delay_cntr + 1'b1;
         if (event1)
           mode <= 1'b0;
         end  
       end  
     end  
   assign led = life_state;
function next_value;
   input [2:0] current_value;
  begin
  case (current_value)
    3'b111: next_value = RULENUM[7];
    3'b110: next_value = RULENUM[6];
    3'b101: next_value = RULENUM[5];
    3'b100: next_value = RULENUM[4];
    3'b011: next_value = RULENUM[3];
    3'b010: next_value = RULENUM[2];
    3'b001: next_value = RULENUM[1];
    3'b000: next_value = RULENUM[0];
  endcase  
  end
endfunction
endmodule  
--- /design/flow/run.sh ---
#!/bin/bash
# OpenROAD 26Q1-2900-gdf79404cd8, Yosys 0.63+post, stock flow scripts
make -C /OpenROAD-flow-scripts/flow DESIGN_CONFIG=/design/flow/config.mk WORK_HOME=/design/flow/orfs finish
--- /design/flow/config.mk ---
export PLATFORM = sky130hd
export DESIGN_NAME = bemicro_top
export DESIGN_NICKNAME = bemicro_top
export VERILOG_FILES = /design/flow/design.v
export SDC_FILE = /design/flow/constraint.sdc
export NUM_CORES = 4
export LEC_CHECK = 1
export CORE_UTILIZATION = 30
--- /design/flow/constraint.sdc ---
current_design bemicro_top

set clk_period 2.8
set clk_io_pct 0.2

create_clock -name clk0 -period $clk_period [get_ports {CLK_FPGA_50M}]

set non_clock_inputs [all_inputs -no_clocks]
set_input_delay [expr $clk_period * $clk_io_pct] -clock clk0 $non_clock_inputs
set_output_delay [expr $clk_period * $clk_io_pct] -clock clk0 [all_outputs]
==> results.txt <==
Physical implementation

The run finished with clean final reports. The synthesized netlist was found by Yosys to have 906 cells. The total CTS buffers is 17. The internal power of the cells totals just over 4 mW. The clock period minus worst slack is 2669 ps. Yosys mapped the design onto 70 distinct sky130hd cell types. The fraction of registers with async set or reset after synthesis is 22.62%. The die outline area is 30680 sq um.

The static power due to leakage is ~4 nW. The endpoint arrival time on the critical path is 2110 ps. Headroom to the max-slew limit came out at 60.71%.

The reg-to-reg setup timing slack is 220 ps. The number of diodes added for antenna fixing is 0. In the routed layout, each cell is associated on average with a via count of 4.715. After detailed routing, the number of remaining DRC violations is 0.

The clock H-tree reported by CTS has 4 levels. Registers take about 4300 sq um. Buffers added to address setup during post-CTS repair amount to 0.

According to the report, the first pass of detailed routing completed in 5 iterations. Per the CTS log, the root buffer master is clkbuf_16. The pin count of the biggest net entering global routing is 40. Fill cells in the final layout number 2906. During placement, the flow inserted port buffers numbering 10. The leftover overflow at the end of global routing is 0. In the floorplan report the effective utilization is between 30% and 40%. The combinational cell fraction of total power is 5.8%. The switching portion of total power comes to ~26%.

The floorplan core area is around 30000 sq um. The critical path startpoint category is a register. The worst hold slack is 307.7 ps. The class of the tightest hold or removal check is register to async pin. The power density normalized to cell area is between 500 and 600 nW/um^2. The worst-skew pair later-pin latency is between 400 and 500 ps. For this block, the via count after detailed routing is 6285. OpenROAD reports that the post-layout worst path occupies between 90% and 100% of the period. The summed standard-cell area reported by yosys is 8996 sq um. The critical path is of the register to output pin type.

The commonest register cell is edfxtp_1. The maximum ir drop on the vdd rail is 0.0004167 V. The cell count after synthesis came out at 906.

Looking at the power breakdown, the clock network takes 41.6% of the total. The site row count is 63. Measured along the x axis, the die boundary spans between 150 and 200 um. The switching power summed over all nets is 1.400 mW.

The max-slew violation count is 0. The CTS clock-pin slew for the worst setup and hold paths is 70 ps. TritonCTS built the clock tree. The share of the Yosys chip area taken by registers is 47.41%. The first global-routing pass estimated around 27000 um of wire. Yosys printed 12 warnings.

The area of the mapped netlist is 8996 sq um. The synthesis stat section lists a flop and latch total of 168. The worst register-to-register path has a depth of 7. The logs give a warning total of 30. The number of DRC markers in iteration 0 is 360.

The worst flop-to-flop path endpoint is life_1d_0.delay_cntr[12]. The share of post-route cells with drive strength above 1 is 9.862%. The layout-stage area growth over the synthesis result is 14.01%.

The CTS log lists the clock sinks for this run as 168. The routed design shows a wire length per standard cell of roughly 12 um. The number of global-route vias before repair is 5834. Counting flops with a built-in enable in the synthesized netlist gives 71. The critical path endpoint has a required time of about 2200 ps. The transition time at the pin with the least slew margin is 587.2 ps.

For reference, the final report shows the hold violation count at 0. The max-capacitance violation count is 0. The number of hold-repair buffers added at the cts stage is 0. The initial antenna violation count is 0. STA classifies the critical path endpoint as an output pin. For the worst reg-to-reg path, the startpoint reported by OpenROAD is PB1_CNTR.count[10]. The number of buffers between clock root and the deepest sink is 2. The combined area of the multi-input logic cells is 4552 sq um. Across every metal layer, demand over resource in global routing totals 10.97%.

The post-detailed-placement half-perimeter wirelength is 10660 um. The highest net fanout along the worst path is 16. The count of pins on the block boundary is 17. The clock skew after layout is 9.964 ps.

The detailed-route wire length is 16020 um. The final layout reports a setup TNS of 0 ps. At the end of routability-driven placement, the weighted congestion stood at just over 0.8. The average cell area after synthesis is roughly 10 sq um. The last timing report of the flow puts the setup violation total at 0.

The number of nets with antenna violations after routing is 0. The maximum clock frequency is approximately 0.37 GHz. The flow reports that sequential cells draw 52.6% of the design power. The beginning of the critical path is state[2].

Setup repair after global routing left no endpoint under its margin. The y dimension of the die is between 150 and 200 um.
## timing repair
action,CTS,global route
cloned,0,2
endpoints found under the setup margin,8,53
gates resized,2,3
pin swaps,0,1
## how the worst max path moves through the flow
| stage | to | cells after the start | slack, ps |
|---|---|---|---|
| 5_1_grt | F_LED7 | 5 | 5 |
| 6_report | F_LED2 | 3 | 130 |
| 4_1_cts | life_1d_0.delay_cntr[16] | 7 | 30 |
## metrics by stage
stage	instance area [sq um]	worst slack (ps)	util [%]	total power [mW]	std cells
4_1_cts	10230	26.52	34.62	5.541	1331
3_3_place_gp	9649	56.79	32.64	3.224	1299
5_1_grt	10260	5.310	34.70	5.695	1333
3_5_place_dp	9649	28.88	32.64	3.233	1299
6_report	10260	130.8	34.70	5.462	1333
2_1_floorplan	9020	187.0	-	3.150	908
## Yosys cell counts (all sizes together), types with 6 or more instances
cell type | count | area, sq um
mux2 | 16 | 180.2
and3 | 22 | 138.9
nand3 | 70 | 362.8
a222oi | 8 | 80.08
dfxtp | 59 | 1181
dfrtp | 37 | 925.9
a21oi | 34 | 173.9
nand2 | 58 | 217.7
xor2 | 84 | 735.7
and2 | 14 | 87.58
clkbuf | 27 | 102.6
nor4 | 6 | 73.82
or3 | 14 | 87.58
o21ai | 30 | 172.7
edfxtp | 71 | 2132
and4 | 13 | 117.6
nor3 | 20 | 100.1
inv | 24 | 90.09
nor2 | 128 | 480.5
nand4 | 26 | 177.7
buf | 6 | 36.28
ha | 28 | 350.3
xnor2 | 52 | 455.4
## flip-flops by register name (all words and copies together) (netlist names)
| name | flops |
|---|---|
| PB0_CNTR.count | 26 |
| PB1_CNTR.count | 26 |
| life_1d_0.delay_cntr | 26 |
| life_1d_1.delay_cntr | 26 |
| reset_cnt | 20 |
| counter0.count | 8 |
| counter1.count | 8 |
| life_1d_0.life_state | 8 |
| life_1d_1.life_state | 8 |
| state | 4 |
| pb_in | 2 |
| pb_s0 | 2 |
| pb_s1 | 2 |
| life_1d_0.mode | 1 |
| life_1d_1.mode | 1 |
## critical path, stage by stage (launching register included)
cell and delay (ps):
dfrtp_1 500, or3_4 500, o21ai_0 190, clkdlybuf4s50_1 490
## power by group through the flow
| stage | sequential [mW] | combinational (mW) | clock [mW] |
|---|---|---|---|
| after CTS | 2.87 | 0.313 | 2.36 |
| final | 2.87 | 0.315 | 2.27 |
| after global routing | 2.90 | 0.361 | 2.44 |
## routing by layer
layer / up-vias / global-route usage (%) / share of wire, %
met5: - / 0 / 0
met4: 0 / 1.304 / 1.3
met3: 13 / 2.197 / 2.9
met2: 57 / 16.88 / 45
met1: 2920 / 16.94 / 51
li1: 3295 / - / -
## cell type report
cell class / instances / share of cell area [%]
inverter: 24 / 0.8784
timing repair buffer: 34 / 2.733
sequential: 168 / 41.60
clock inverter: 15 / 1.501
clock buffer: 17 / 4.148
multi-input combinational: 685 / 44.38
tap: 390 / 4.758
## placed cells by master, fill, tap and decap left out, types with 25 or more instances in the layout
| cell type | Yosys | layout |
|---|---|---|
| a21oi_1 | 33 | 33 |
| dfrtp_1 | 37 | 37 |
| dfxtp_1 | 59 | 58 |
| edfxtp_1 | 71 | 71 |
| ha_1 | 28 | 28 |
| nand2_1 | 58 | 58 |
| nand3_1 | 69 | 69 |
| nand4_1 | 25 | 25 |
| nor2_1 | 128 | 126 |
| o21ai_0 | 28 | 26 |
| xnor2_1 | 52 | 52 |
| xor2_1 | 84 | 84 |
## logic make-up (layout without fill, tap and decap cells)
logic type | count (synthesis) | in the layout | share of synthesized area (%)
AOI/OAI and AO/OA | 108 | 108 | 8.192
xor gates and xnor gates | 136 | 136 | 13.24
adders and majority gates | 30 | 30 | 4.339
buffers and inverters | 57 | 90 | 2.545
DFF | 168 | 168 | 47.41
muxes | 20 | 20 | 2.448
other | 1 | 3 | 0.04168
and+or+nand+nor | 386 | 388 | 21.78
No activity file was given, so power comes from the tool's default toggle rates.
